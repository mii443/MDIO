### flow/run.sh
#!/bin/bash
# OpenROAD 26Q1-2900-gdf79404cd8, Yosys 0.63+post, stock flow scripts
make -C /OpenROAD-flow-scripts/flow DESIGN_CONFIG=/design/flow/config.mk WORK_HOME=/design/flow/orfs finish
### flow/config.mk
export PLATFORM = sky130hd
export DESIGN_NAME = UART
export DESIGN_NICKNAME = UART
export VERILOG_FILES = /design/flow/design.v
export SDC_FILE = /design/flow/constraint.sdc
export NUM_CORES = 4
export LEC_CHECK = 1
export CORE_UTILIZATION = 40
### flow/constraint.sdc
current_design UART

set clk_period 6.9
set clk_io_pct 0.2

create_clock -name clk0 -period $clk_period [get_ports {clock}]

set non_clock_inputs [all_inputs -no_clocks]
set_input_delay [expr $clk_period * $clk_io_pct] -clock clk0 $non_clock_inputs
set_output_delay [expr $clk_period * $clk_io_pct] -clock clk0 [all_outputs]
### flow/design.v
module UART(
    input clock,
    input [7:0] data_in,
    input start,
    output tx_busy,
    output tx,
    output LED
);
    localparam FPGA_FREQ = 27;  
    localparam UART_FREQ = 115200;
    localparam TX_CLOCK_COUNT_MAX = FPGA_FREQ * 1000000 / UART_FREQ - 1;
    reg [31:0] clock_count;
    reg led_flag;
    assign LED = led_flag;
    wire tx_clock = (clock_count == 0);
    initial begin
        clock_count = 0;
    end
    always @(posedge clock) begin
        if (clock_count == TX_CLOCK_COUNT_MAX) begin
            clock_count <= 0;
            led_flag <= ~led_flag;
        end else begin
            clock_count <= clock_count + 1;
        end
    end
    localparam S_IDLE = 0;
    localparam S_START = 1;
    localparam S_SEND = 2;
    localparam S_P = 3;
    localparam S_END = 4;
    reg [4:0] state;
    reg [3:0] send_count;
    reg tx_reg;
    reg [7:0] data;
    reg [7:0] local_in;
    reg local_start;
    assign tx = tx_reg;
    always @(posedge clock) begin
        local_in <= data_in;
        local_start <= start;
    end
    assign tx_busy = (state != S_IDLE);
    initial begin
        state = S_IDLE;
        send_count = 0;
        tx_reg = 1'b1;
    end
    always @(posedge clock) begin
        case (state)
            S_IDLE:
                if (tx_clock) begin
                    if (local_start) begin
                        tx_reg <= 1'b1;
                        state <= S_START;
                    end else begin
                        tx_reg <= 1'b1;
                        state <= S_IDLE;
                    end
                end
            S_START:
                if (tx_clock) begin
                    tx_reg <= 1'b0;
                    data <= local_in;
                    send_count <= 0;
                    state <= S_SEND;
                end else begin
                    tx_reg <= 1'b0;
                    state <= S_START;
                end
            S_SEND:
                if (tx_clock) begin
                    tx_reg <= data[send_count];
                    if (send_count == 3'd7) begin
                        state <= S_P;
                    end else begin
                        send_count <= send_count + 1;
                        state <= S_SEND;
                    end
                end else begin
                    tx_reg <= data[send_count];
                    state <= S_SEND;
                end
            S_P:
                if (tx_clock) begin
                    tx_reg <= 1'b1;
                    state <= S_END;
                end else begin
                    tx_reg <= 1'b1;
                    state <= S_P;
                end
            S_END:
                if (tx_clock) begin
                    tx_reg <= 1'b1;
                    state <= S_IDLE;
                end else begin
                    tx_reg <= 1'b1;
                    state <= S_END;
                end
        endcase
    end
endmodule
==> metrics.txt <==
# HELP chip_impl_metric Synthesis and place-and-route metrics
# TYPE chip_impl_metric gauge
chip_impl_metric{name="power_leakage",unit="nW"} 1.10
chip_impl_metric{name="gp_routability_congestion",unit=""} 0.795
chip_impl_info{name="crit_path_cell_trace",value="nor3_1 -> inv_1 -> clkdlybuf4s50_1"} 1
chip_impl_metric{name="power.ir.vdd_worst",unit="µV"} 177
chip_impl_info{name="critical_path.endpoint_type",value="primary output"} 1
chip_impl_metric{name="routed_wirelength",unit="mm"} 3.92
chip_impl_info{name="outcome",value="finished clean"} 1
chip_impl_metric{name="p_switching",unit="µW"} 235
chip_impl_info{name="cp_slowest_cell",value="sky130_fd_sc_hd__edfxtp_1"} 1
chip_impl_metric{name="fp_util",unit=""} 0.416
chip_impl_metric{name="yosys_warnings",unit=""} 1
chip_impl_metric{name="drc",unit=""} 0
chip_impl_metric{name="setup_tns_final",unit="ps"} 0
chip_impl_metric{name="synth_flops",unit=""} 58
chip_impl_info{name="worst_setup_path_start_kind",value="flop"} 1
chip_impl_metric{name="drv_cap",unit=""} 0
chip_impl_metric{name="power.density_cell_area",unit="nW/µm²"} 306
chip_impl_metric{name="clock-sinks",unit=""} 58
chip_impl_metric{name="cts_setup_buffers",unit=""} 0
chip_impl_metric{name="drt_pre_antenna_iters",unit=""} 4
chip_impl_info{name="cts_root_buf",value="sky130_fd_sc_hd__clkbuf_8"} 1
chip_impl_metric{name="hold_viol_final",unit=""} 0
chip_impl_metric{name="maximum_number_of_pins_on_one_net_before_global_route_repair",unit=""} 14
chip_impl_metric{name="min_period_over_period",unit=""} 0.451
chip_impl_metric{name="ys_types",unit=""} 39
chip_impl_metric{name="synth.yosys.chip_area",unit="µm²"} 2460
chip_impl_metric{name="area_growth_syn_to_layout",unit="%"} 15.5
chip_impl_metric{name="cellInternalPower",unit="µW"} 638
chip_impl_metric{name="largest_register_ff_count",unit=""} 32
chip_impl_metric{name="cts-buffers-inserted",unit=""} 9
chip_impl_metric{name="chipHeight",unit="µm"} 80.5
chip_impl_metric{name="reg2reg_setup_slack",unit="ps"} 4500
chip_impl_metric{name="power.switching_fraction",unit=""} 0.269
chip_impl_metric{name="timing.final.max_slew_violations",unit=""} 0
chip_impl_metric{name="critPathMaxStageDelay",unit="ps"} 510
chip_impl_metric{name="p_seq_frac",unit=""} 0.502
chip_impl_metric{name="floorplan.die_area",unit="µm²"} 6480
chip_impl_metric{name="port_buffers",unit=""} 12
chip_impl_info{name="reg_top3",value="clock_count (32), data (8), local_in (8)"} 1
chip_impl_info{name="top_register",value="clock_count"} 1
chip_impl_metric{name="avgSynthCellArea",unit="µm²"} 11.3
chip_impl_metric{name="core.rowCount",unit=""} 28
chip_impl_metric{name="finalWorstPathRequiredPeriod",unit="ps"} 3110
chip_impl_metric{name="clk_pin_slew_worst_paths",unit="ps"} 70
chip_impl_metric{name="critPathMaxFanout",unit=""} 9
chip_impl_metric{name="fraction_of_final_layout_cells_sized_beyond_drive_strength_1",unit=""} 0.129
chip_impl_metric{name="combinational_power_share",unit=""} 0.144
chip_impl_metric{name="vias",unit=""} 1559
chip_impl_metric{name="final.setup_skew",unit="ps"} 7.59
chip_impl_metric{name="globalRouteOverflowTotal",unit=""} 0
chip_impl_metric{name="worst_ep_arrival_time",unit="ps"} 1730
chip_impl_metric{name="yosysCellCount",unit=""} 219
chip_impl_info{name="critical_setup_path_class",value="reg2out"} 1
chip_impl_metric{name="synth.cell_area",unit="µm²"} 2460
chip_impl_metric{name="wire_per_inst",unit="µm"} 12.4
chip_impl_metric{name="cts_hold_repair_buffers",unit=""} 0
chip_impl_metric{name="antenna_found_initial",unit=""} 0
chip_impl_metric{name="floorplan.die.width",unit="µm"} 80.5
chip_impl_metric{name="measured_slew_at_the_worst_slew_check_pin",unit="ps"} 716
chip_impl_metric{name="synth_cells",unit=""} 219
chip_impl_metric{name="core_area",unit="µm²"} 5920
chip_impl_info{name="grt_setup_unrepaired",value="no"} 1
chip_impl_metric{name="slew_limit_headroom",unit=""} 0.520
chip_impl_metric{name="ant_nets",unit=""} 0
chip_impl_metric{name="global_route_wire_length_before_repair",unit="mm"} 6.80
chip_impl_metric{name="ctsLongestPathBuffers",unit=""} 2
chip_impl_metric{name="cts.htree.levels",unit=""} 3
chip_impl_metric{name="detailed_place_hpwl",unit="mm"} 2.60
chip_impl_metric{name="max_freq",unit="MHz"} 322
chip_impl_metric{name="ctsResizeCount",unit=""} 0
chip_impl_metric{name="routed_via_density",unit=""} 4.93
chip_impl_metric{name="seq_area_frac_synth",unit=""} 0.540
chip_impl_metric{name="crit_required",unit="ps"} 5520
chip_impl_metric{name="grtUsageTotal",unit=""} 0.143
chip_impl_metric{name="detail_route.antenna_diodes",unit=""} 0
chip_impl_metric{name="report.final.setup_viol",unit=""} 0
chip_impl_metric{name="first_iter_violations",unit=""} 70
chip_impl_metric{name="power_frac_clock",unit=""} 0.353
chip_impl_metric{name="clock_latency",unit="ps"} 340
chip_impl_metric{name="pin_count",unit=""} 13
chip_impl_metric{name="fin_worst_hold_slack",unit="ps"} 405
chip_impl_metric{name="grt_pass1_vias",unit=""} 1479
chip_impl_metric{name="tool_warnings",unit=""} 27
chip_impl_info{name="hp-class",value="reg2reg"} 1
chip_impl_info{name="tritoncts",value="built"} 1
==> worst max-delay path: cells and delay by family (launching register included) <==
| kind | cells | cell delay, ps |
|---|---|---|
| simple gates | 1 | 410 |
| buf+inv | 2 | 470 |
| flops | 1 | 510 |
==> Yosys cell counts (all sizes together) <==
cell / count / share of area
xnor2: 11 / 0.039
nand4: 8 / 0.035
or4: 1 / 0.0030
nor3b: 1 / 0.0030
o21ai: 2 / 0.0041
nand3: 13 / 0.026
or2: 1 / 0.0025
and2: 2 / 0.0051
nor3: 13 / 0.028
nor2: 16 / 0.024
and4: 5 / 0.019
nand2b: 1 / 0.0025
o211ai: 2 / 0.0061
o31ai: 1 / 0.0030
nor4: 14 / 0.057
nor2b: 2 / 0.0051
clkbuf: 1 / 0.0015
a21oi: 4 / 0.0081
edfxtp: 17 / 0.21
buf: 6 / 0.015
xor2: 21 / 0.075
dfxtp: 41 / 0.33
nand3b: 1 / 0.0030
mux2i: 2 / 0.0081
mux4: 2 / 0.018
or3: 1 / 0.0025
ha: 4 / 0.020
nor4b: 1 / 0.0036
inv: 9 / 0.014
nand2: 13 / 0.020
and3: 2 / 0.0051
a211oi: 1 / 0.0030
==> metrics by stage <==
step                      cell area [µm²]  setup WS, ps  total power [mW]  utilization  cells
final                                2850          3790             0.873        0.481    316
after global routing                 2850          3660             0.926        0.481    316
after CTS                            2850          3770             0.888        0.481    316
after detailed placement             2650          4150             0.571        0.447    300
after global placement               2650          4200             0.569        0.447    300
after floorplan                      2460          4650             0.526            -    219
==> area by class of cell <==
type | instances | area, µm²
Clock buffer | 9 | 124
Clock inverter | 7 | 77.6
Fill cell | 535 | 3070
Inverter | 9 | 33.8
Multi-Input combinational cell | 145 | 1060
Sequential cell | 58 | 1330
Tap cell | 75 | 93.8
Timing Repair Buffer | 13 | 128
==> placed cells by master, fill, tap and decap left out, drive strengths merged, types with 2 or more instances in the layout <==
cell type and instances:
dfxtp 41, xor2 21, edfxtp 17, nor2 16, nor4 14, nand2 13
nand3 13, nor3 13, clkdlybuf4s50 12, xnor2 11, inv 10, clkbuf 9
nand4 8, and4 5, a21oi 4, ha 4, clkinvlp 4, nor2b 2
o21ai 2, o211ai 2, mux2i 2, mux4 2, and3 2, and2 2
==> metal layers <==
| metal | part of all wire | vias up | wire (µm) | track usage |
|---|---|---|---|---|
| li1 | - | 821 | - | - |
| met2 | 0.43 | 25 | 1690 | 0.201 |
| met3 | 0.041 | 4 | 159 | 0.0484 |
| met5 | 0 | - | 0 | 0 |
| met1 | 0.52 | 709 | 2030 | 0.226 |
| met4 | 0.010 | 0 | 40 | 0.0232 |
==> power groups by stage <==
stage | logic (mW) | registers (mW) | clock network (mW)
6_report | 0.126 | 0.438 | 0.308
5_1_grt | 0.143 | 0.446 | 0.337
4_1_cts | 0.128 | 0.439 | 0.322
==> final timing paths <==
path / start / endpoint / cells after the start
max: state[1]$_DFFE_PP_ / tx_busy / 3
min: local_in[7]$_DFF_P_ / data[7]$_DFFE_PP_ / 0
max reg2reg: clock_count[14]$_SDFF_PN0_ / send_count[3]$_SDFFCE_PN0P_ / 4
min reg2reg: local_in[7]$_DFF_P_ / data[7]$_DFFE_PP_ / 0
==> logic make-up (layout without fill, tap and decap cells) <==
logic type,Yosys count,count (layout),synth area share
adder cells (fa/ha/maj),4,4,0.0203
XOR/XNOR,32,32,0.114
AND-OR/OR-AND,10,10,0.0244
flip-flops,58,58,0.540
AND/OR/NAND/NOR,95,95,0.245
buffers and inverters,16,38,0.0299
multiplexers,4,4,0.0264
Power is estimated from default activity; no workload was simulated.
